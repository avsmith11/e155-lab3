<file path="design/flow/config.mk">
export PLATFORM = sky130hd
export DESIGN_NAME = shift_register
export DESIGN_NICKNAME = shift_register
export VERILOG_FILES = /design/flow/design.v
export SDC_FILE = /design/flow/constraint.sdc
export NUM_CORES = 4
export LEC_CHECK = 1
export CORE_AREA = 10 10 70 70
export DIE_AREA = 0 0 80 80
</file>
<file path="design/flow/constraint.sdc">
current_design shift_register

set clk_period 1.2
set clk_io_pct 0.2

create_clock -name clk0 -period $clk_period [get_ports {clk}]

set non_clock_inputs [all_inputs -no_clocks]
set_input_delay [expr $clk_period * $clk_io_pct] -clock clk0 $non_clock_inputs
set_output_delay [expr $clk_period * $clk_io_pct] -clock clk0 [all_outputs]
</file>
<file path="design/flow/design.v">
module shift_register(input logic clk, reset, pulse, 
                      input logic [3:0] deb_button,
                      output logic [3:0] current, last
);
always_ff @(posedge clk) begin
    if (reset) begin current <= 4'h0; last <= 4'h0; end
    else if (pulse) begin
        last <= current;
        current <= deb_button;
    end
end
endmodule
</file>
<file path="design/flow/run.sh">
#!/bin/bash
# OpenROAD 26Q1-2900-gdf79404cd8, Yosys 0.63+post, stock flow scripts
make -C /OpenROAD-flow-scripts/flow DESIGN_CONFIG=/design/flow/config.mk WORK_HOME=/design/flow/orfs finish
</file>
==> reports/qor.csv <==
metric,value,unit
Initial DRC Count,1,
routed vias,240,
total wire length,839,um
Die Ht,80,um
clock buffer count from CTS,3,
crit path cell chain,dlygate4sd2_1,
"delay-heaviest family, CP",flip-flops,
filler instances,396,
die footprint,0.00640,mm^2
Synth cell types,5,
n_diodes,0,
Final GP Congestion,0.660,
Clock Path Buffers,2,
Port Buf Inserts,14,
clk root buf,clkbuf_4,
vias in the first global route,279,
Hold WS,0.481,ns
Final setup viols,0,
CTS H-tree lvls,1,
pwr dens,1060,mW/mm^2
core area,0.00342,mm^2
post-layout power,558,uW
"worst slack, placed",-0.0735,ns
crit path capture type,output port,
crit path launch,current[2],
Synth Instances,26,
ys cells,26,
most frequent cells in the layout,"mux2i_1 (8), nor2_1 (8), dfxtp_2 (8), dlygate4sd2_1 (8), clkdlybuf4s50_1 (6)",
Startpoint Class,flop,
GR Util All Layers,2.78,%
DR DRC count,0,
Tightest Hold Check Type,flop to flop,
FP Rows,21,
Max Cap Viol,0,
fmax,960,MHz
FP Core Util,8.35,%
post-layout minimum cycle time,1.04,ns
initial antenna violation count,0,
Die X,80,um
worst path required time,0.96,ns
Worst R2R Setup Slack,0.45,ns
cell count of the worst reg-to-reg path,3,
Post-synth regs,8,
peak per-stage delay on the critical path,0.32,ns
mean cell area of the mapped netlist,11.0,um^2
"Seq/Total Area, Yosys",56.1,%
Yosys Warn Count,1,
CTS tree,built,
Crit Path Class,flop to output port,
clk_skew,0.0000549,ns
Max IR drop VDD,0.218,mV
clk sinks,8,
RSZ-0062 raised after global routing,false,
Layout area overhead,84.2,%
worst r2r src,current[1],
"Slew Viols, Final",0,
Pre-Repair DR Iteration Count,3,
WP buf/inv,1,
fin crit share,86.8,%
critical path arrival,0.80,ns
largest net degree at the start of global routing,9,
hold_buf cts,0,
share of layout cells above drive strength 1,31.8,%
Late-Pin Clk Latency,0.24,ns
run status,completed,
Worst-Margin Slew,0.297,ns
area of the mapped netlist,285,um^2
setup ws final,0.158,ns
crit path max fanout,3,
vias per cell,2.67,
Worst-path clk slew,0.05,ns
max_slew headroom,80.2,%
Yosys Chip Area,285,um^2
io pins,15,
Wirelength per Cell,9.32,um
Leakage,0.000247,uW
reg2reg end,last[1],
GRT overflow,0,
final hold vios,0,
count of tool warnings,25,
cell at the slowest stage of the critical path,dfxtp_2,
cell count along the critical path,1,
Final ANT Viol Nets,0,
end point of the critical path,current[2],
first-pass GRT wire length,1.35,mm
-- per-stage QoR --
stage                     utilization (%)  instances  area, um^2  setup TNS [ns]
after floorplan                         -         26         285               0
after global placement               14.3         85         488          -0.273
after detailed placement             14.3         85         488          -0.455
after CTS                            15.4         90         526               0
after global routing                 15.4         90         526               0
final                                15.4         90         526               0
-- report_power, final --
part,switching [uW],internal [uW]
clock network,78.0,114
registers,6.72,281
logic,25.5,52.8
-- metal layers --
| layer | track usage (%) | share of wire (%) |
|---|---|---|
| met1 | 2.07 | 29 |
| met2 | 5.62 | 64 |
| met3 | 1.70 | 6.7 |
| met4 | 0.704 | 0 |
| met5 | 0 | 0 |
-- how the worst min path moves through the flow --
stage         depth (start not counted)       to     from
finish                                2  last[0]  last[0]
global route                          2  last[0]  last[0]
CTS                                   2  last[0]  last[0]
-- logic make-up after synthesis --
group | share of synthesized area (%)
flip-flops | 56.1
buffers and inverters | 5.26
multiplexers | 28.1
AND/OR/NAND/NOR | 10.5
-- layout make-up --
type	count	area, um^2	area share [%]
Clock buffer	3	22.5	4.29
Multi-Input combinational cell	16	110	21.0
Sequential cell	8	170	32.4
Tap cell	46	57.6	11.0
Timing Repair Buffer	17	165	31.4
-- flip-flops by register name, summed over array words and instances (netlist names) --
signal   cells
last         4
current      4
-- cells in the mapped netlist --
master | n | area, um^2
dfxtp_1 | 8 | 160
mux2i_1 | 8 | 80.1
nor2_1 | 8 | 30.0
buf_1 | 1 | 3.75
buf_6 | 1 | 11.3
-- timing repair --
action	CTS	global route
resized	16	0
endpoints found under the hold margin	0	0
buffers inserted	2	0
setup endpoints to repair	8	0
Power and IR drop assume default switching activity.
